**/design/flow/constraint.sdc**
```tcl
current_design register_file

set clk_period 5.9
set clk_io_pct 0.2

create_clock -name clk0 -period $clk_period [get_ports {clk_i}]

set non_clock_inputs [all_inputs -no_clocks]
set_input_delay [expr $clk_period * $clk_io_pct] -clock clk0 $non_clock_inputs
set_output_delay [expr $clk_period * $clk_io_pct] -clock clk0 [all_outputs]
```
**/design/flow/run.sh**
```bash
#!/bin/bash
# OpenROAD 26Q1-2900-gdf79404cd8, Yosys 0.63+post, stock flow scripts
make -C /OpenROAD-flow-scripts/flow DESIGN_CONFIG=/design/flow/config.mk WORK_HOME=/design/flow/orfs finish
```
**/design/flow/design.v**
```verilog
package alu_opcodes_pkg;
localparam ALU_OP_WIDTH = 5;
localparam ALU_ADD  = 5'b00000;
localparam ALU_SUB  = 5'b01000;
localparam ALU_XOR  = 5'b00100;
localparam ALU_OR   = 5'b00110;
localparam ALU_AND  = 5'b00111;
localparam ALU_SRA  = 5'b01101;
localparam ALU_SRL  = 5'b00101;
localparam ALU_SLL  = 5'b00001;
localparam ALU_LTS  = 5'b11100;
localparam ALU_LTU  = 5'b11110;
localparam ALU_GES  = 5'b11101;
localparam ALU_GEU  = 5'b11111;
localparam ALU_EQ   = 5'b11000;
localparam ALU_NE   = 5'b11001;
localparam ALU_SLTS = 5'b00010;
localparam ALU_SLTU = 5'b00011;
endpackage
package csr_pkg;
  localparam CSR_RW          = 3'b001;
  localparam CSR_RS          = 3'b010;
  localparam CSR_RC          = 3'b011;
  localparam CSR_RWI         = 3'b101;
  localparam CSR_RSI         = 3'b110;
  localparam CSR_RCI         = 3'b111;
  localparam MIE_ADDR        = 12'h304;
  localparam MTVEC_ADDR      = 12'h305;
  localparam MSCRATCH_ADDR   = 12'h340;
  localparam MEPC_ADDR       = 12'h341;
  localparam MCAUSE_ADDR     = 12'h342;
endpackage
package memory_pkg;
  localparam INSTR_MEM_SIZE_BYTES = 512;
  localparam INSTR_MEM_SIZE_WORDS = INSTR_MEM_SIZE_BYTES / 4;
  localparam DATA_MEM_SIZE_BYTES  = 512;
  localparam DATA_MEM_SIZE_WORDS  = DATA_MEM_SIZE_BYTES / 4;
endpackage
`timescale 1ns / 1ps
module register_file(
  input  logic        clk_i,
  input  logic        write_enable_i,
  input  logic [ 4:0] write_addr_i,
  input  logic [ 4:0] read_addr1_i,
  input  logic [ 4:0] read_addr2_i,
  input  logic [31:0] write_data_i,
  output logic [31:0] read_data1_o,
  output logic [31:0] read_data2_o
    );
  logic [31:0] rf_mem [0:31];
  assign read_data1_o = (read_addr1_i == 5'b0) ? 32'b0 : rf_mem[read_addr1_i];
  assign read_data2_o = (read_addr2_i == 5'b0) ? 32'b0 : rf_mem[read_addr2_i];
  always_ff @(posedge clk_i) begin
    if (write_enable_i)
      rf_mem[write_addr_i] <= write_data_i;
  end
endmodule
```
**/design/flow/config.mk**
```make
export PLATFORM = sky130hd
export DESIGN_NAME = register_file
export DESIGN_NICKNAME = register_file
export VERILOG_FILES = /design/flow/design.v
export SDC_FILE = /design/flow/constraint.sdc
export NUM_CORES = 4
export LEC_CHECK = 1
export CORE_UTILIZATION = 40
```
==> flow_summary.toml <==
# generated from flow reports
[clock_network]
clock_path_buffers = 3
cts.sinks = 1024
root_buffer = "clkbuf_16"
post-cts-setup-buffer-count = 0
cts.clk_slew.worst_paths_ns = 0.06
numCtsBuffers = 105
h-tree-depth = 3
post_cts_resized = 0
ctsHoldBuffers = 0
cts_tree = "yes"

[placement]
place_area_um2 = 51000
dpl.hpwl_um = 92200
portBuffers = 112
place_ws_ns = 0.324
gp_congestion = 0.905

[cells_and_area]
final_area_um2 = 54500
final_layout_size_suffix_gt1_share_pct = 30.5
largest_register_ffs = 1024
area_growth_pct = 16.0
reg.largest.list = "rf_mem: 1024 flops"
regMostFlops = "rf_mem"

[global_routing]
grt_pass1_vias = 30484
track_usage_pct = 27.7
antenna_found_initial = 11
gr-total-overflow = 0
grt_max_degree = 66
grt_pass1_wl_um = 211000

[setup_path]
critPathLaunchType = "input pin"
critPathKind = "in -> out"
end_kind = "output port"
required_ns = 4.72
path_max_fanout = 31
crit_arrival_ns = 4.48

[final_timing]
final.setup.worst_slack_ns = 0.238
max_freq_mhz = 177
max-slew-margin-rel_pct = 31.9
final-max-slew-violation-count = 0
min_period_ns = 5.66
rsz0062_at_grt = "no"
finalClockPeriodUsage_pct = 96.0
hold_violations = 0
final.setup.tns_ns = 0
worst-slew-pin-transition_ns = 1.02
holdWs_ns = 1.33
setup_viol_count_final = 0

[power]
ir_drop_uv = 236
p_per_area_nw_per_um2 = 301
power_leakage_uw = 0.0175

[floorplanning]
core_um2 = 116000
rows = 125
die-height_um = 345
die_w_um = 345
ios = 113
die-area_um2 = 119000
initCoreUtil_pct = 40.4

[logic_synthesis]
avgSynthCellArea_um2 = 19.6
largest_area_cell = "edfxtp_1"
synth.cell_area_um2 = 47000
synth-async-reset-ratio_pct = 0
yosysChipArea_um2 = 47000
most_common_cell = "edfxtp_1"
synthCells = 2400
ys_cells = 2400
synthFlopType = "edfxtp_1"
edf_count = 1024
topCellsByArea = "edfxtp_1, mux4_2, mux2i_1"
synth_top_area_share_pct = 65.5
ys_ff = 1024
top_cells_by_count = "edfxtp_1, mux4_2, mux2i_1, clkbuf_1, nand2_1"
yosysUniqueCellTypes = 40
postSynthSeqShare_pct = 65.5
ys_warn_count = 1

[detailed_routing]
dr.pass1.iters = 5
post-route-drc-count = 0
wl_um = 149000
drt-vias-per-instance = 6.39
drt_iter0_drc = 1599
ant_nets = 0
wl_per_cell_um = 35.3
vias = 26915

[min_path]
hold_start = "write_data_i[7]"
hp-class = "in -> reg"
min_path_cells = 2
min_to = "rf_mem[27][7]"

[flow_run]
cap_violations = 0
warnings = 26

[status]
status = "completed"
## report_power, final
group,switching [uW],total (uW),internal (uW)
combinational,880,1550,666
sequential,35.9,8130,8100
clock,2790,6690,3910
## stage by stage
| step | total power (uW) | instances | utilization (%) |
|---|---|---|---|
| 3_5_place_dp | 9800 | 4015 | 43.8 |
| 4_1_cts | 16400 | 4212 | 46.8 |
| 6_report | 16400 | 4214 | 46.8 |
| 5_1_grt | 16800 | 4213 | 46.8 |
| 2_1_floorplan | 9050 | 2400 | - |
| 3_3_place_gp | 9780 | 4015 | 43.8 |
## layout by cell type (no fill, tap or decap), types with 19 or more instances in the layout
cell and n:
nor2_4 33, mux2i_1 183, edfxtp_1 1024, inv_1 24, a221oi_1 23, mux2_1 19, a21oi_1 46, a22o_1 62
o221ai_1 31, mux4_2 425, buf_4 152, clkdlybuf4s50_1 105, a211oi_1 47, a2111oi_0 31, buf_12 29, a211o_1 23
nor3_1 32, clkbuf_16 106, o22ai_1 55, clkinv_1 24, clkinv_2 21, nand2_1 64, clkbuf_1 19
## critical path: stages
cell and delay, ns:
clkdlybuf4s50_1 0.75, or3b_2 0.22, buf_4 0.46, o22ai_1 0.17, a2111oi_0 0.77, nor3_1 0.25
buf_4 0.24, clkdlybuf4s50_1 0.41
## cell families after synthesis
group,share of synthesized area [%]
DFF,65.5
muxes,24.9
AOI/OAI and AO/OA,5.41
buffers and inverters,2.31
and+or+nand+nor,1.94
## area by class of cell
type | instances | area [um^2]
antenna | 2 | 5.00
clock buffer | 125 | 2720
clock inverter | 72 | 742
fill | 9377 | 61900
inverter | 25 | 96.3
multi-input combinational | 1150 | 15400
sequential | 1024 | 30700
tap | 1524 | 1910
timing repair buffer | 292 | 2850
## worst max-delay path by stage
stage / start / cells after the start / endpoint
6_report: read_addr2_i[3] / 8 / read_data2_o[4]
5_1_grt: read_addr2_i[3] / 8 / read_data2_o[2]
4_1_cts: read_addr2_i[3] / 8 / read_data2_o[2]
## layer usage
metal	wire, um	GRT usage, %	part of all wire (%)
met5	553	2.88	0.37
met4	5380	7.98	3.6
met3	30600	25.1	21
met2	68100	39.7	46
met1	44000	29.8	30
Power and IR drop assume default switching activity.
