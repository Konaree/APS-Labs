--- design/flow/run.sh ---
#!/bin/bash
# OpenROAD 26Q1-2900-gdf79404cd8, Yosys 0.63+post, stock flow scripts
make -C /OpenROAD-flow-scripts/flow DESIGN_CONFIG=/design/flow/config.mk WORK_HOME=/design/flow/orfs finish
--- design/flow/config.mk ---
export PLATFORM = sky130hd
export DESIGN_NAME = fulladder_parameter
export DESIGN_NICKNAME = fulladder_parameter
export VERILOG_FILES = /design/flow/design.v
export SDC_FILE = /design/flow/constraint.sdc
export NUM_CORES = 4
export LEC_CHECK = 1
export CORE_AREA = 10 10 70 70
export DIE_AREA = 0 0 80 80
--- design/flow/constraint.sdc ---
current_design fulladder_parameter

set clk_period 2.2
set clk_io_pct 0.2

create_clock -name clk0 -period $clk_period

set non_clock_inputs [all_inputs -no_clocks]
set_input_delay [expr $clk_period * $clk_io_pct] -clock clk0 $non_clock_inputs
set_output_delay [expr $clk_period * $clk_io_pct] -clock clk0 [all_outputs]
--- design/flow/design.v ---
package alu_opcodes_pkg;
localparam ALU_OP_WIDTH = 5;
localparam ALU_ADD  = 5'b00000;
localparam ALU_SUB  = 5'b01000;
localparam ALU_XOR  = 5'b00100;
localparam ALU_OR   = 5'b00110;
localparam ALU_AND  = 5'b00111;
localparam ALU_SRA  = 5'b01101;
localparam ALU_SRL  = 5'b00101;
localparam ALU_SLL  = 5'b00001;
localparam ALU_LTS  = 5'b11100;
localparam ALU_LTU  = 5'b11110;
localparam ALU_GES  = 5'b11101;
localparam ALU_GEU  = 5'b11111;
localparam ALU_EQ   = 5'b11000;
localparam ALU_NE   = 5'b11001;
localparam ALU_SLTS = 5'b00010;
localparam ALU_SLTU = 5'b00011;
endpackage
package csr_pkg;
  localparam CSR_RW          = 3'b001;
  localparam CSR_RS          = 3'b010;
  localparam CSR_RC          = 3'b011;
  localparam CSR_RWI         = 3'b101;
  localparam CSR_RSI         = 3'b110;
  localparam CSR_RCI         = 3'b111;
  localparam MIE_ADDR        = 12'h304;
  localparam MTVEC_ADDR      = 12'h305;
  localparam MSCRATCH_ADDR   = 12'h340;
  localparam MEPC_ADDR       = 12'h341;
  localparam MCAUSE_ADDR     = 12'h342;
endpackage
package memory_pkg;
  localparam INSTR_MEM_SIZE_BYTES = 512;
  localparam INSTR_MEM_SIZE_WORDS = INSTR_MEM_SIZE_BYTES / 4;
  localparam DATA_MEM_SIZE_BYTES  = 512;
  localparam DATA_MEM_SIZE_WORDS  = DATA_MEM_SIZE_BYTES / 4;
endpackage
`timescale 1ns / 1ps
module fulladder(
  input  logic a_i,
  input  logic b_i,
  input  logic carry_i,
  output logic sum_o,
  output logic carry_o
);
    assign   sum_o = (a_i ^ b_i) ^ carry_i;
    assign carry_o = ((a_i & b_i) | (a_i & carry_i)) | (b_i & carry_i);
endmodule : fulladder
module fulladder_parameter #(
  parameter QUANT = 4
  ) (
  input     logic [QUANT-1:0] a_i,
  input     logic [QUANT-1:0] b_i,
  input     logic             carry_i,
  output    logic [QUANT-1:0] sum_o,
  output    logic             carry_o
);
    logic [QUANT:0] c;
    assign c[0] = carry_i;
    assign carry_o = c[QUANT];
    genvar i;
    generate
      for (i = 0; i < QUANT; i++) begin
        fulladder adder(a_i[i], b_i[i], c[i], sum_o[i], c[i+1]);
      end
    endgenerate
endmodule : fulladder_parameter
==> impl_metrics.env <==
# flow metrics
export IMPL_detailed_place_hpwl_um=526
export IMPL_sequential_cell_area_fraction_in_the_yosys_report=0
export IMPL_floorplan_die_area_um2=6400
export IMPL_fmax_ghz=0.398
export IMPL_post_route_cells_drive_above_1_share=0.500
export IMPL_maxCapViolCount=0
export IMPL_detail_route_vias_per_cell=1.64
export IMPL_timing_critical_path_buf_inv=6
export IMPL_cts_setup_buffers=0
export IMPL_postRouteWirelength_um=520
export IMPL_port_buffers=14
export IMPL_report_power_total_uw=57.2
export IMPL_required_ps=1760
export IMPL_worstSetupEndpoint="sum_o[3]"
export IMPL_yosys_warnings=0
export IMPL_vias=121
export IMPL_drt_pass1_iter_count=2
export IMPL_setup_tns_ps=-435
export IMPL_fp_util=0.0432
export IMPL_core_area_um2=3420
export IMPL_power_leakage_nw=0.141
export IMPL_slew_viol_final=0
export IMPL_clockBufferCount=0
export IMPL_synth_stat_cells=18
export IMPL_post_place_ws_ps=-1060
export IMPL_period_used=1.14
export IMPL_syn_area_um2=148
export IMPL_setup_viol=2
export IMPL_crit_family="adder cells"
export IMPL_crit_path_start="carry_i"
export IMPL_setup_repair_after_global_routing_missed_its_margin="yes"
export IMPL_critPathMostFrequentCell="fa_2"
export IMPL_die_x_um=80
export IMPL_grt_pass1_vias=141
export IMPL_finalWeightedCongestion=0.675
export IMPL_violations="setup timing"
export IMPL_number_of_filler_cells_placed_in_the_layout=409
export IMPL_detail_route_antenna_nets=0
export IMPL_finalWorstSetupSlack_ps=-313
export IMPL_critical_path_arrival_ps=2070
export IMPL_crit_path_max_incr_delay_ps=390
export IMPL_area_growth_synth_to_final_pct=112
export IMPL_post_synth_top_area_cell="fa_1"
export IMPL_relSlewSlack=0.930
export IMPL_post_route_min_period_ps=2510
export IMPL_run_status="finished, violations left"
export IMPL_crit_cells=10
export IMPL_netlist_cell_types=3
export IMPL_min_path_type="input pin to primary output"
export IMPL_drc_errors=0
export IMPL_total_congestion_overflow_after_global_routing=0
export IMPL_cts_hold_buffers=0
export IMPL_netlist_instances=18
export IMPL_syn_area_cell_um2=8.20
export IMPL_antenna_found_initial=0
export IMPL_report_final_hold_viol_count=0
export IMPL_top_cells_by_area="fa_1 (54%), inv_1 (25%), buf_4 (20%)"
export IMPL_antenna_diode_count=0
export IMPL_rows=21
export IMPL_fin_hold_ws_ps=1500
export IMPL_overall_die_height_um=80
export IMPL_wl_per_cell_um=7.03
export IMPL_grt_first_pass_wirelength_um=731
export IMPL_crit_slowest_cell="fa_1"
export IMPL_worst_setup_path_start_kind="input pin"
export IMPL_crit_fanout=1
export IMPL_power_ir_vdd_worst_v=0.0000210
export IMPL_layout_top_cells="inv_1 (5), clkdlybuf4s50_1 (5)"
export IMPL_warnings=35
export IMPL_pwr_density_cell_nw_per_um2=183
export IMPL_globalRouteTotalUtil=0.0153
export IMPL_layout_area_seq_um2=0
export IMPL_grt_max_degree=2
export IMPL_yosysTopAreaCellShare=0.542
export IMPL_chip_area_line_of_the_yosys_report_um2=148
export IMPL_boundaryPins=14
export IMPL_crit_path_cell_trace="buf_6 > inv_4 > fa_2 > inv_2 > fa_2 > fa_2 > inv_2 > fa_1 > inv_1 > buf_2"
export IMPL_drtIter0Drc=2
export IMPL_worst_pin_slew_ps=105
export IMPL_flop_count=0
export IMPL_cp_end_kind="primary output"
export IMPL_crit_path_kind="input pin to primary output"
-- area by class of cell --
| class | count | area, um2 | area share |
|---|---|---|---|
| tap | 46 | 57.6 | 0.184 |
| timing repair buffer | 14 | 125 | 0.400 |
| inverter | 10 | 42.5 | 0.136 |
| multi-input combinational | 4 | 87.6 | 0.280 |
-- power by group --
part           total [mW]  switching, mW  internal [mW]
Sequential              0              0              0
Combinational      0.0572         0.0207         0.0365
Clock                   0              0              0
-- layer usage --
| layer | GRT usage | vias to the layer above | wire length [um] |
|---|---|---|---|
| met5 | 0 | - | 0 |
| met2 | 0.0225 | 9 | 195 |
| met4 | 0 | 0 | 0 |
| li1 | - | 60 | - |
| met1 | 0.0161 | 52 | 203 |
| met3 | 0.0159 | 0 | 121 |
-- worst min-delay path, cell delays in order --
cell and delay, ps:
dlygate4sd2_1 220, fa_2 190, dlygate4sd2_1 200
-- kinds of logic after synthesis --
group,Yosys count,synth area share
adders and majority gates,4,0.542
buffers and inverters,14,0.458
-- timing repair --
item                       4_1_cts  5_1_grt
resized                         30        4
setup endpoints to repair        5        3
pin swaps                        4        4
-- cell usage after synthesis --
master  instances
buf_4           4
inv_1          10
fa_1            4
-- stage by stage --
step	cell area, um2	utilization	std cells
5_1_grt	313	0.0916	74
3_3_place_gp	320	0.0938	74
3_5_place_dp	320	0.0938	74
6_report	313	0.0916	74
2_1_floorplan	153	-	18
4_1_cts	308	0.0901	74
-- how the worst min path moves through the flow --
stage | start | endpoint | slack (ps) | cells after the start
6_report | b_i[1] | sum_o[1] | 1500 | 3
5_1_grt | b_i[1] | sum_o[1] | 1530 | 3
4_1_cts | b_i[1] | sum_o[1] | 1500 | 3
Power and IR drop assume default switching activity.
